`flow/run.sh`:
```
#!/bin/bash
# OpenROAD 26Q1-2900-gdf79404cd8, Yosys 0.63+post, stock flow scripts
make -C /OpenROAD-flow-scripts/flow DESIGN_CONFIG=/design/flow/config.mk WORK_HOME=/design/flow/orfs finish
```
`flow/constraint.sdc`:
```
current_design binary_to_bcd

set clk_period 1.0
set clk_io_pct 0.2

create_clock -name clk0 -period $clk_period [get_ports {clk}]

set non_clock_inputs [all_inputs -no_clocks]
set_input_delay [expr $clk_period * $clk_io_pct] -clock clk0 $non_clock_inputs
set_output_delay [expr $clk_period * $clk_io_pct] -clock clk0 [all_outputs]
```
`flow/config.mk`:
```
export PLATFORM = sky130hd
export DESIGN_NAME = binary_to_bcd
export DESIGN_NICKNAME = binary_to_bcd
export VERILOG_FILES = /design/flow/design.v
export SDC_FILE = /design/flow/constraint.sdc
export NUM_CORES = 4
export LEC_CHECK = 1
export CORE_AREA = 10 10 70 70
export DIE_AREA = 0 0 80 80
```
`flow/design.v`:
```
`timescale 1ns / 1ps
module binary_to_bcd(clk, rst, bin, bcd);
input clk, rst;
input [3:0] bin;
output reg [7:0] bcd;
always @(negedge rst or posedge clk) begin
    if(!rst) begin
        bcd <= {4'd0, 4'd0};
    end
    else begin
        case(bin)
            0  : bcd <= {4'd0, 4'd0};
            1  : bcd <= {4'd0, 4'd1};
            2  : bcd <= {4'd0, 4'd2};
            3  : bcd <= {4'd0, 4'd3};
            4  : bcd <= {4'd0, 4'd4};
            5  : bcd <= {4'd0, 4'd5};
            6  : bcd <= {4'd0, 4'd6};
            7  : bcd <= {4'd0, 4'd7};
            8  : bcd <= {4'd0, 4'd8};
            9  : bcd <= {4'd0, 4'd9};
            10 : bcd <= {4'd1, 4'd0};
            11 : bcd <= {4'd1, 4'd1};
            12 : bcd <= {4'd1, 4'd2};
            13 : bcd <= {4'd1, 4'd3};
            14 : bcd <= {4'd1, 4'd4};
            15 : bcd <= {4'd1, 4'd5};
            default : bcd <= {4'd0, 4'd0};
        endcase
    end
end        
endmodule
```
==> notes.md <==
run metrics: Peak VDD IR=approximately 230 µV, fmax=roughly 1000 MHz, sw frac=0.1858, gr usage total=0.01649, FF/Latch Area=~130 µm², Inserted Clock Buffers=3, vias=143, synthesized area per cell=12.60 µm², maximum fanout along the worst path=1, tool warnings=25, number of max-cap violations=0, Netlist Area Pre-Place=roughly 190 µm², RSZ-0062 raised after global routing=false, Critical Path Start Type=register, Final setup viols=0, layout cells sized above 1=0.1379, Initial DRT Pass Iterations=2, CTS tree=built, Seq share, synth=0.6623, Setup crit end kind=output port, Post-Syn Instances=15, hold_buf cts=0, Slew Viols, Final=0, post-CTS setup buffer count=0, clock sink count=5, Hold WC Path Type=in2async, hpwl dp=roughly 430 µm, Worst-path clk slew=roughly 0.04 ns, wire per inst=6.579 µm, top_reg_cell synth=dfrtp_1, num rows=21, Worst Path Required=about 0.80 ns, Port Buffers=10, clock tree root buffer cell=clkbuf_4, initial antenna violation count=1, Pwr per Cell Area=about 1400 nW/µm², Max-area cell share=0.6623, Finished Layout Cells=approximately 76, Post-synth EDFFs=0, fp util=0.05531, top post-synthesis cells by count=dfrtp_1 (5), buf_4 (3), pin count of the biggest net entering global routing=6, # DRC=0, Clock Power Share=0.448, post-layout total power=about 0.0005 W, CP max stage cell=dfrtp_1, Cell Int Power=between 0.0004 and 0.0005 W, Ports=14, post-route antenna net violation count=0, Hold WS=~0.18 ns, Post-Place Cells=roughly 71, NetSw=0.00009235 W, vias per cell=around 1.9, Cell Type Count=9, routed wire length=around 500 µm, Synth Warn #=1, ys cells=15, Worst path top cell family by delay=flip-flops, CORE AREA=3416 µm², cycle use final=0.9615, Yosys chip area=roughly 190 µm², fraction of registers with async set/reset=1.000, Critical Path Max Stage Delay=roughly 0.35 ns, most common cell in the netlist=dfrtp_1, Setup Slack @ Placement=-0.1363 ns, number of gates resized after cts=10, fin crit period=just under 1 ns, chip width=~80 µm, Top Registers=bcd: 5 flops, buffer-and-inverter tally for the worst setup path=1, Sequential Power Share=0.438, Top reg by flops=bcd, gr ovfl total=0, Placer Congestion=between 0.7 and 0.8, vias in the first global route=between 150 and 200, leading area contributor after synthesis=dfrtp_1, max FFs per register=5, Cell area leaders=dfrtp_1 (66%), buf_4 (12%), mux2i_1 (5.3%), final hold vios=0, CP arrival=about 0.76 ns, first-pass GRT wire length=around 750 µm, die area=~6400 µm², LEAKAGE=between 0.15 and 0.2 nW, setup ws final=0.03849 ns, Synth flops=5, 1st-iter DRT viols=25, H-Tree Depth=1, crit-path cells=clkdlybuf4s15_1, Setup TNS Final=0 ns, CTS Buffer Depth=2, status=completed, Comb pwr share=0.114, critical path class=reg2out, Synth-to-Final Area Change=94.70%, Logic cell area=between 40 and 50 µm², die height=roughly 80 µm, # fillers=roughly 410
power groups by stage:
stage                 clock network, W  registers (W)  logic (W)
after CTS                     0.000237       0.000218  0.0000582
after global routing          0.000240       0.000219  0.0000631
final                         0.000223       0.000218  0.0000567
final timing paths:
| check | depth (start not counted) | end | slack (ns) | startpoint |
|---|---|---|---|---|
| max | 1 | bcd[4] | 0.04 | bcd[4] |
| min | 1 | bcd[4] | 0.18 | rst |
| max in group asynchronous | 1 | bcd[1] | 0.64 | rst |
| min in group clk0 | 1 | bcd[0] | 0.42 | bin[0] |
layout by cell type, fill, tap and decap left out:
master | Yosys | layout
nand2_1 | 1 | 1
nor2_1 | 1 | 1
and2_1 | 1 | 1
clkdlybuf4s50_1 | 0 | 5
clkbuf_1 | 0 | 1
mux2i_1 | 1 | 1
buf_4 | 3 | 1
nand2b_1 | 1 | 1
conb_1 | 1 | 3
clkbuf_4 | 0 | 3
dfrtp_1 | 5 | 5
diode_2 | 0 | 1
o21a_1 | 1 | 1
clkdlybuf4s15_1 | 0 | 5
metal layers:
layer  vias to the layer above  GRT usage  share of wire
li1                         69          -              -
met1                        63    0.01542           0.35
met2                        11    0.01445           0.26
met3                         0    0.03068           0.38
met4                         0   0.005282              0
met5                         -          0              0
through the flow:
stage               area [µm²]  utilization
floorplan                196.4            -
CTS                      365.4       0.1070
global placement         339.1      0.09927
detailed placement       339.1      0.09927
global route             367.9       0.1077
finish                   367.9       0.1077
layout make-up:
class,instances,share of cell area
multi-input combinational,9,0.1327
clock buffer,4,0.07143
sequential,5,0.3401
antenna,1,0.006803
tap,46,0.1565
timing repair buffer,11,0.2925
kinds of logic (layout without fill, tap and decap cells):
kind of cell	count (synthesis)	count (layout)	synth area share
compound gates	1	1	0.03975
mux	1	1	0.05298
simple gates	4	4	0.1060
flops	5	5	0.6623
buf+inv	3	15	0.1192
other cells	1	4	0.01985
No activity file was given, so power comes from the tool's default toggle rates.
