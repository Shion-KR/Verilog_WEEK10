[design/flow/design.v]
`timescale 1ns / 1ps
module seg_array(SW, CLK, seg_data, seg_sel, LED);
    input [3:0] SW;
    input CLK;
    output reg [7:0] seg_data;
    output reg [7:0] seg_sel;
    output reg [3:0] LED;
    slow_clock S1 (CLK, Clk_Slow);         
    initial begin
        seg_sel <= 8'b11111110;           
    end
    always @ (posedge Clk_Slow)
    begin
        case (SW)
            4'b0000: seg_data <= 8'b11000000;
            4'b0001: seg_data <= 8'b11111001;
            4'b0010: seg_data <= 8'b10100100;
            4'b0011: seg_data <= 8'b10110000;
            4'b0100: seg_data <= 8'b10011001;
            4'b0101: seg_data <= 8'b10010010;
            4'b0110: seg_data <= 8'b10000010;
            4'b0111: seg_data <= 8'b11011000;
            4'b1000: seg_data <= 8'b10000000;
            4'b1010: seg_data <= 8'b10001000;
            4'b1011: seg_data <= 8'b10000011;
            4'b1100: seg_data <= 8'b11000110;
            4'b1101: seg_data <= 8'b10100001;
            4'b1110: seg_data <= 8'b10000110;
            4'b1111: seg_data <= 8'b10001110;
        endcase
    LED <= SW;
        case (seg_sel)
            8'b11111110: seg_sel <= 8'b11111101;
            8'b11111101: seg_sel <= 8'b11111011;
            8'b11111011: seg_sel <= 8'b11110111;
            8'b11110111: seg_sel <= 8'b11101111;
            8'b11101111: seg_sel <= 8'b11011111;
            8'b11011111: seg_sel <= 8'b10111111;
            8'b10111111: seg_sel <= 8'b01111111;    
            8'b01111111: seg_sel <= 8'b11111110;
        endcase
    end
endmodule
module slow_clock(CLK, Clk_Slow);
    input CLK;
    output Clk_Slow;
    reg [31:0] counter_out;
    reg Clk_Slow; 
initial begin 
   counter_out<=32'h00000000; 
   Clk_Slow<=0; 
end 
    always @(posedge CLK) begin 
   counter_out<=counter_out + 32'h00000001; 
   if (counter_out>32'h00F5E100) begin 
       counter_out<=32'h00000000; 
       Clk_Slow<=!Clk_Slow; 
   end 
end
endmodule
[design/flow/run.sh]
#!/bin/bash
# OpenROAD 26Q1-2900-gdf79404cd8, Yosys 0.63+post, stock flow scripts
make -C /OpenROAD-flow-scripts/flow DESIGN_CONFIG=/design/flow/config.mk WORK_HOME=/design/flow/orfs finish
[design/flow/config.mk]
export PLATFORM = sky130hd
export DESIGN_NAME = seg_array
export DESIGN_NICKNAME = seg_array
export VERILOG_FILES = /design/flow/design.v
export SDC_FILE = /design/flow/constraint.sdc
export NUM_CORES = 4
export LEC_CHECK = 1
export CORE_UTILIZATION = 30
[design/flow/constraint.sdc]
current_design seg_array

set clk_period 2.6
set clk_io_pct 0.2

create_clock -name clk0 -period $clk_period [get_ports {CLK}]

set non_clock_inputs [all_inputs -no_clocks]
set_input_delay [expr $clk_period * $clk_io_pct] -clock clk0 $non_clock_inputs
set_output_delay [expr $clk_period * $clk_io_pct] -clock clk0 [all_outputs]
==> Changelog: implementation <==
## Implementation

* CP startpoint kind: flop
* Switching Share at 18.93%
* Share of cells above drive strength 1 at 9.594%
* Flop pwr share at 51.8%
* Count of cells along the worst hold path at 2
* Final hold violation count at 0
* Crit path max fanout at 17
* Pleak at 0.9454 nW
* Largest net degree at the start of global routing at 21
* Count leader, synth: dfxtp_1
* Hold WC Path Type: flop to flop
* GRT Total Usage at 11.56%
* Post-route ant nets at 0
* Post-DP HPWL at 3077 um
* Site Rows at 32
* Post-synth top area cell: dfxtp_1
* Critical Path Slowest Stage Cell: or4_1
* ANT cells at 0
* Slew at the pin with the worst max-slew slack at 0.5351 ns
* Switching power at 0.2135 mW
* TNS Setup at 0 ns
* TritonRoute pass-1 iters at 4
* First-pass GRT wire length at 7859 um
* Yosys stat area at 2411 sq um
* Place WS at 0.2082 ns
* Synth unique cells at 51
* Max-slew violations at 0
* Endpoints left unconstrained at 53
* Top cells, area: dfxtp_1 30%, edfxtp_1 20%, a21oi_1 3.7%, nand2_1 3.0%, xnor2_1 2.9%
* Worst Path Arrival at 2.62 ns
* Core ar. at 7767 sq um
* Final core utilization at 37.05%
* RSZ-0062 raised after global routing: false
* Routed WL at 4375 um
* Number of enable flip-flop cells at 16
* Root Buffer Master: clkbuf_8
* Crit Path Class: flop to flop
* Mapped cell area at 2411 sq um
* FILL cells at 776
* VDD IR max at 0.3239 mV
* DIE HEIGHT at 91.65 um
* Worst r2r path cells at 7
* OpenROAD warning count at 26
* Hold-fix buffers at CTS at 0
* CP cell instances: inv_1, ha_1, or4b_1, or4_1, o41a_4, buf_4, a22oi_1
* Worst Path Buf+Inv at 2
* IO Count at 25
* Cell total in the yosys stat output at 241
* Via density per instance at 4.879
* DR iter-0 viols at 55
* Core Util at FP at 31.04%
* Power Total at 1.128 mW
* WP data required at 2.80 ns
* Syn_area_per_cell at 10.00 sq um
* P_int at 0.9148 mW
* Fraction of registers with async set/reset at 0%
* CP Depth at 7
* MaxCap Viol Count at 0
* Gp weighted congestion at 0.7894
* R2R setup slack at 0.19 ns
* F_max at 414.5 MHz
* Maximum clock path buffer count at 2
* Crit path max-delay family: simple AND/OR/NAND/NOR gates
* Post-route setup slack at 0.1874 ns
* Vias in the first global route at 1698
* Port Buffers at 23
* CP peak stage delay at 0.52 ns
* Outcome: complete, no violations
* Placed insts at 365
* Post CTS Setup Buffer Count at 0
* Yosys warning total at 3
* Clock Power Share at 43.3%
* Flops after synth at 52
* Clk ins delay skew pair at 0.28 ns
* H-tree Lvls at 2
* Crit end category: flop
* Tmin final at 2.413 ns
* Non-Filler Instances at 373
* Post-Syn Instances at 241
* Inserted Clock Buffers at 5
* Worst-path clk slew at 0.07 ns
* Final setup violation count at 0
* Logic gate share of total power at 4.8%
* GRT Residual Overflow at 0
* Tcrit/Tclk final at 92.79%
* Initial antenna violation count at 0
* Chip width at 91.65 um
* Max_slew headroom at 64.00%
* CTS tree: yes
* Vias at 1820
* Commonest flop: dfxtp_1
* Sequential-to-total area share from yosys stat at 49.82%
* Number of remaining DRC errors at 0
* Count of unclocked register or latch pins at 19
* Post-synth top cells: 36 x dfxtp_1, 19 x nand2_1, 18 x a21oi_1
* Area growth, synth to finish at 19.36%
* Top-area cell share at 29.89%
* Chip area at 8400 sq um
* # resized after CTS at 0
* Setup Skew at 0.007336 ns
* Wire per inst at 11.73 um
* Pwr Density at 392.1 nW/um^2
## placed cells by master, fill, tap and decap left out, types with 8 or more instances in the layout
| cell | count |
|---|---|
| dfxtp_1 | 36 |
| nand2_1 | 19 |
| nand4_1 | 11 |
| conb_1 | 9 |
| clkdlybuf4s50_1 | 23 |
| xnor2_1 | 8 |
| inv_1 | 10 |
| a21oi_1 | 18 |
| nand3_1 | 13 |
| o21ai_0 | 10 |
| edfxtp_1 | 16 |
## path summary, 6_finish.rpt
kind | start | to
hold reg to reg | S1.counter_out[23] | S1.counter_out[23]
setup / recovery | S1.counter_out[0] | S1.counter_out[17]
setup reg to reg | S1.counter_out[0] | S1.counter_out[17]
hold / removal | S1.counter_out[23] | S1.counter_out[23]
## area by class of cell
| class | instances | area [sq um] | share of cell area [%] |
|---|---|---|---|
| Clock buffer | 7 | 86.33 | 3.000 |
| Sequential cell | 52 | 1201 | 41.74 |
| Tap cell | 102 | 127.6 | 4.435 |
| Timing Repair Buffer | 27 | 260.3 | 9.043 |
| Multi-Input combinational cell | 174 | 1135 | 39.43 |
| Inverter | 10 | 37.54 | 1.304 |
| Clock inverter | 1 | 30.03 | 1.043 |
## power by group through the flow
| stage | Combinational, mW | Clock, mW | Sequential (mW) |
|---|---|---|---|
| CTS | 0.0552 | 0.504 | 0.586 |
| global route | 0.0614 | 0.527 | 0.589 |
| finish | 0.0544 | 0.489 | 0.585 |
## routing by layer
layer / wire (um) / vias to the layer above / GRT usage (%)
met5: 0 / - / 0
li1: - / 954 / -
met1: 2306 / 838 / 17.71
met2: 1928 / 24 / 18.73
met3: 122 / 4 / 1.519
met4: 17 / 0 / 0.9259
## sequential cells by signal, summed over array words and instances (netlist names)
register,cells
seg_data,7
S1.Clk_Slow,1
S1.counter_out,32
seg_sel,8
LED,4
## kinds of logic after synthesis
logic type / count (synthesis) / share of synthesized area, %
buffers and inverters: 22 / 4.204
other: 2 / 0.3115
XOR/XNOR: 15 / 5.449
AND/OR/NAND/NOR: 91 / 21.90
flip-flops: 52 / 49.82
AND-OR/OR-AND: 55 / 16.45
multiplexers: 2 / 0.8303
adder cells (fa/ha/maj): 2 / 1.038
## worst reg2reg max path, delay by kind of cell, from the launching register on
family                     cells  cell delay (ns)
adders and majority gates      1             0.13
and+or+nand+nor                2             0.93
buffers and inverters          2             0.29
AOI/OAI and AO/OA              2             0.64
DFF                            1             0.35
## metrics by stage
stage | instance area [sq um] | hold WS (ns)
2_1_floorplan | 2437 | 0.4599
3_3_place_gp | 2761 | 0.4788
3_5_place_dp | 2761 | 0.4751
4_1_cts | 2878 | 0.4954
5_1_grt | 2878 | 0.5360
6_report | 2878 | 0.4996
Power figures rest on the tool's default switching activity, not on a simulated workload.
