### run.sh
#!/bin/bash
# OpenROAD 26Q1-2900-gdf79404cd8, Yosys 0.63+post, stock flow scripts
make -C /OpenROAD-flow-scripts/flow DESIGN_CONFIG=/design/flow/config.mk WORK_HOME=/design/flow/orfs finish
### config.mk
export PLATFORM = sky130hd
export DESIGN_NAME = piezo_piano
export DESIGN_NICKNAME = piezo_piano
export VERILOG_FILES = /design/flow/design.v
export SDC_FILE = /design/flow/constraint.sdc
export NUM_CORES = 4
export LEC_CHECK = 1
export CORE_AREA = 10 10 101 101
export DIE_AREA = 0 0 111 111
### constraint.sdc
current_design piezo_piano

set clk_period 3.9
set clk_io_pct 0.2

create_clock -name clk0 -period $clk_period [get_ports {clk}]

set non_clock_inputs [all_inputs -no_clocks]
set_input_delay [expr $clk_period * $clk_io_pct] -clock clk0 $non_clock_inputs
set_output_delay [expr $clk_period * $clk_io_pct] -clock clk0 [all_outputs]
### design.v
`timescale 1ns / 1ps
module piezo_piano(clk, rst, btn, piezo);
input clk, rst;
input [7:0] btn;
output reg piezo;
parameter C2 = 12'd3830;
parameter D2 = 12'd3400;
parameter E2 = 12'd3038;
parameter F2 = 12'd3864;
parameter G2 = 12'd2550;
parameter A2 = 12'd2272;
parameter B2 = 12'd2028;
parameter C3 = 12'd1912;
reg [11:0] cnt;
reg [11:0] cnt_limit;
always @(btn) begin
    if(!rst) cnt_limit = 0;
    else begin
        case(btn)
            8'b00000001 : cnt_limit = C2;
            8'b00000010 : cnt_limit = D2;
            8'b00000100 : cnt_limit = E2;
            8'b00001000 : cnt_limit = F2;
            8'b00010000 : cnt_limit = G2;
            8'b00100000 : cnt_limit = A2;
            8'b01000000 : cnt_limit = B2;
            8'b10000000 : cnt_limit = C3;
            default : cnt_limit = 0;
        endcase
    end
end
always @(posedge clk or negedge rst) begin
    if(!rst) begin
        cnt = 0;
        piezo = 0;
    end
    else if(cnt >= cnt_limit/2) begin
            piezo = ~piezo;
            cnt = 0;
    end
    else cnt = cnt + 1;
end        
endmodule
==> run notes <==
Item: results of the latest flow run.

- The flow ran to the end, and the final reports show no timing, DRC or antenna violations.
- The critical path's top delay family is simple AND/OR/NAND/NOR gates.
- The required arrival time at the worst endpoint is 4020 ps.
- The total DRC errors in the routed layout is 0.
- The clock reaches the later pin of the worst-skew pair after between 200 and 250 ps.
- The yosys synthesis chip area is approximately 0.0011 mm2.
- Looking at the hold checks, the worst path lands on piezo.
- In the global route stage, met3 resource usage came out at 0.930%.
- The total routing usage reported by global routing is slightly above 4%.
- Per the GRT congestion report, total overflow comes to 0.
- The measured slew at the worst slew-check pin is a little under 400 ps.
- In this run the count of I/O pins placed on the die edge is 11.
- The worst supply voltage drop on vdd is 87.1 uV.
- The share of power burned in registers is between 40% and 50%.
- The maximum net fanout on the critical path is 13.
- The final report lists a non-filler cell total of between 200 and 250.
- The via count of the first global-routing pass is around 910.
- The overall die height is 111 um.
- The clock sink total is 13.
- The kind of start point of the critical path is an input pin.
- The slowest stage of the critical path belongs to the cell sky130_fd_sc_hd__or4_1.
- Per the OpenROAD floorplan log, the area of the die is 0.0123 mm2.
- The area of all sequential standard cells is around 330 um2.
- Global routing consumed, on the met2 layer, under 10% of the routing resources.
- The width of the chip is roughly 110 um.
- The count of buffering cells on the critical path with inverters included is 2.
- Setup repair after global routing left no endpoint under its margin.
- The total of cells resized after clock tree synthesis is 0.
- At the worst endpoint, the arrival time is about 3800 ps.
- The count of tool warnings is 25.
- TritonCTS created 3 clock buffers.
- The post-CTS hold buffer count recorded in the log is 0.
- The yosys warning tally is 1.
- In the final timing run, aggregate negative setup slack is 0 ps.
- The minimum setup slack after placement is about 14 ps.
- Looking at the clock tree report, the root buffer type is sky130_fd_sc_hd__clkbuf_8.
- The most congested layer reported by global routing is met1.
- The number of cells in the yosys synthesis report is 124.
- In this run the critical register-to-register path is launched from cnt[10].
- In the layout the commonest cells are 21 x sky130_fd_sc_hd__nor2_1, 13 x sky130_fd_sc_hd__dfrtp_1, 12 x sky130_fd_sc_hd__ha_1, 10 x sky130_fd_sc_hd__clkdlybuf4s50_1.
- The met1 usage is ~6.7%.
- Summed over all layers, the routed wires come to between 2 and 2.5 mm.
- For the final database, setup skew stands at 0.833 ps.
- Ranked by total cell area, the synthesized netlist is headed by sky130_fd_sc_hd__dfrtp_1 30%, sky130_fd_sc_hd__ha_1 14%, sky130_fd_sc_hd__nor2_1 7.3%.
- The number of cell rows is 33.
- The number of antenna violations at the first check in global routing is 0.
- The most instantiated logic cell after routing is sky130_fd_sc_hd__nor2_1.
- The portion of total power attributed to the clock network is about 37%.
- STA classifies the critical path endpoint as a flop.
- The minimum period implied by the final worst setup slack is ~3600 ps.
- The area used by multi-input combinational logic is between 700 and 800 um2.
- In this run the number of H-tree levels came out at 1.
- In this run the maximum-capacitance check reported violations numbering 0.
- Summing all non-filler instances in the final layout gives an area of roughly 0.0014 mm2.
- The kind of path behind the tightest hold check is reg2reg.
- For this design the static power due to leakage is 0.562 nW.
- The period utilization is between 90% and 100%.
- The cell sequence reported for the critical path is clkdlybuf4s50_1 -> or4_1 -> or3_4 -> o21ai_2 -> or2_1 -> o21ai_1 -> ha_1 -> a21oi_1 -> o21ai_0 -> a211oi_1 -> o41ai_2 -> buf_4 -> xor2_1.
- The post-route netlist has between 10% and 20% of its cells at a drive strength greater than 1.
- For reference, the final report shows the max-slew violation count at 0.
- The depth of the worst register-to-register path is 7.
- The number of antenna diodes in the final layout is 0.
- The top cell type's share of synthesized area is 30.3%.
- The estimated wirelength of the detail-placed design is 1.92 mm.
- The origin of the worst min-delay path is piezo.
- The portion of total power attributed to combinational logic is 16.8%.
- For reference, the most critical setup path is categorized as in2reg.
- The routability-driven placement congestion ratio is 0.909.
- For reference, the post-synthesis area per instance comes to ~8.7 um2.
- Per the repair_timing log after CTS, setup buffers inserted total 0.
- The number of DRC markers after the initial detailed-route iteration is between 90 and 100.
- The cell type contributing the most total cell area after synthesis is sky130_fd_sc_hd__dfrtp_1.
- Synthesis produced about 120 cells.
- Cells fill between 10% and 20% of the core in the end.
- The number of hold violations in the final report is 0.
- The tally of unique sky130hd cells used after synthesis is 36.
- The core outline area is roughly 0.0081 mm2.
- TritonRoute output was used to compute an average wire per cell of ~9.8 um.
- The completed layout was analyzed and its total power is 0.315 mW.
- The worst slew margin relative to its limit is 73.7%.
- The total via count after detailed routing is a little over 900.
- The reg2reg setup slack is 2070 ps.
- The post-placement cell area is 0.00136 mm2.
- The total of fill cells in the finished design is slightly below 900.
- The sequential fraction of the synthesis area is between 30 and 40%.
- The report lists the power per cell area as roughly 220 mW/mm2.
- The number of instances in the placed design is between 200 and 250.
- The count of state elements after synthesis is 13.
- The setup slack of the critical path after layout is 254 ps.
- The achievable frequency is about 270 MHz.
- The power report lists cell-internal power as about 0.24 mW.
- The delay of the slowest cell on the worst path is approximately 550 ps.
- The count of endpoints failing setup in the final report is 0.
- The average vias per placed instance is 3.67.
- The clock tree from TritonCTS is yes.
- The maximum number of pins on one net before global-route repair is 14.
- The count of input and output buffers is 10.
- The flow measured a signed area growth from synthesis to layout of 30.9%.
- The buffer levels on the longest clock path is 2.
- The worst-case hold slack is 478 ps.
- For this configuration, the core starts out at a cell density of a little over an eighth.
- The switching share of power is 22.6%.
- The count of nets left with antenna violations once routing finished came out at 0.
- The wire length of the first global-routing pass is around 4.4 mm.
- The switching power is 0.0712 mW.
- The pre-antenna-repair detailed-routing pass consisted of 4 iterations.
- The number of cells on the worst hold path is listed as 1.
- The endpoint identified for the worst register-to-register timing path is piezo.
- The register clock-pin slew on the reported worst setup and hold paths is around 50 ps.
- The synthesized cell area is about 0.0011 mm2.
metal layers:
| metal | up-vias | share of wire, % | wire (um) |
|---|---|---|---|
| met4 | 0 | 0 | 0 |
| met5 | - | 0 | 0 |
| met3 | 0 | 5.2 | 127 |
| met2 | 16 | 38 | 921 |
| li1 | 485 | - | - |
| met1 | 413 | 57 | 1390 |
worst max-delay path by stage:
stage / slack, ps / start / endpoint / cells past startpoint
after CTS: 260 / btn[3] / piezo / 13
after global routing: 80 / btn[3] / piezo / 13
final: 250 / btn[3] / piezo / 13
flip-flops by register name (all words and copies together), names as in the netlist:
name	count
cnt	12
piezo	1
cell usage after synthesis (all sizes together):
library cell	count
and3	1
dfrtp	13
xnor2	4
nand4b	3
nor3b	2
nand4	3
nor3	3
nor4b	2
nor2	22
o21a	1
o41ai	1
or4	1
a21o	1
or2	3
and2	2
a31oi	1
o21ai	10
a211oi	1
xor2	8
inv	3
buf	1
and4bb	1
or3	1
o31ai	2
ha	12
a21oi	4
nand2	8
nor4	1
nand2b	2
or2b	1
nand3	6
cell type report:
type                            instances  area share (%)
Timing Repair Buffer                   17            10.9
Sequential cell                        13            23.2
Clock buffer                            4            3.21
Inverter                                3           0.801
Tap cell                              105            9.35
Multi-Input combinational cell        107            52.6
kinds of logic (layout without fill, tap and decap cells):
| logic type | count (synthesis) | in the layout | synth area share [%] |
|---|---|---|---|
| DFF | 13 | 13 | 30.3 |
| adders and majority gates | 12 | 12 | 14.0 |
| xor gates and xnor gates | 12 | 12 | 9.79 |
| buffers and inverters | 4 | 24 | 1.51 |
| AOI/OAI and AO/OA | 21 | 21 | 12.5 |
| and+or+nand+nor | 62 | 62 | 31.9 |
power by group through the flow:
stage	combinational (mW)	clock, mW	sequential [mW]
CTS	0.0538	0.120	0.147
global route	0.0604	0.129	0.148
finish	0.0527	0.115	0.147
No activity file was given, so power comes from the tool's default toggle rates.
